==> /design/flow/design.v <==
`timescale 1 ns / 100 ps
module sram_ctrl(
                            sys_clk,
                            sys_rst_n,
                            sys_rd_addr_i,
                            rreq_i,
                            sys_data_o,
                            sram_rd_ack_o,
                            sram_rd_valid_o,
                            wreq_i,
                            sys_wr_addr_i,
                            sys_data_i,
                            sram_wr_valid_o,
                            sram_wr_ack_o,
                            sram_ce_n,
                            sram_oe_n,
                            sram_we_n,
                            sram_lb_n,
                            sram_ub_n,
                            sram_addr,
                            sram_data
                            );
input sys_clk;
input sys_rst_n;
input [18-1:0] sys_rd_addr_i;
input rreq_i;
output [16-1:0] sys_data_o;
output sram_rd_ack_o;
output sram_rd_valid_o;
input [18-1:0] sys_wr_addr_i;
input wreq_i;
input [16-1:0] sys_data_i;
output sram_wr_ack_o;
output sram_wr_valid_o;
output sram_ce_n;
output sram_oe_n;
output sram_we_n;
output sram_lb_n;
output sram_ub_n;
output [18-1:0] sram_addr;
inout [16-1:0] sram_data;
parameter    CMD_NOP = 5'b01000, 
                CMD_READ = 5'b10000,
                CMD_WRITE = 5'b00100;
reg [4:0] cmd_r = CMD_NOP;
assign {sram_we_n,sram_ce_n,sram_oe_n,sram_lb_n,sram_ub_n} = cmd_r; 
    parameter ST_WIDTH = 40;
    parameter IDLE = "IDLE.",
                    READ = "READ.",
                    RD = "RD...",
                    END = "END..",
                    WR = "WR...";
reg rreq_r = 0;
always @ (posedge sys_clk) begin
if(sys_rst_n == 1'b0) rreq_r <= 0;
else rreq_r <= rreq_i;
end
wire do_rreq = rreq_i & ~rreq_r;
reg rd_start = 0;
always @ (posedge sys_clk) begin
if(sys_rst_n == 1'b0) rd_start <= 0;
else if(sram_rd_ack_o == 1'b1) rd_start <= 0;
else if(do_rreq) rd_start <= 1;
else rd_start <= rd_start;
end
reg wreq_r = 0;
always @ (posedge sys_clk) begin
if(sys_rst_n == 1'b0) wreq_r <= 0;
else wreq_r <= wreq_i;
end
wire do_wreq = wreq_i & ~wreq_r;
reg wr_start = 0;
always @ (posedge sys_clk) begin
if(sys_rst_n == 1'b0) wr_start <= 0;
else if(sram_wr_ack_o == 1'b1) wr_start <= 0;
else if(do_wreq) wr_start <= 1;
else wr_start <= wr_start;
end
reg [8-1:0] bit_cnt = 0;
reg [ST_WIDTH-1:0] c_st = IDLE;
reg [ST_WIDTH-1:0] n_st = IDLE;
reg link = 0;     
reg [18-1:0] sram_addr = 0;
always @ (posedge sys_clk) begin
if(1'b0 == sys_rst_n) c_st <= IDLE;
else c_st <= n_st;
end
always @ (*) begin
    case(c_st)
    IDLE:begin
                if(rd_start == 1'b1) begin
                                            n_st = READ;end
                else if(wr_start == 1'b1) begin
                                            n_st = WR;end
                else begin
                        n_st = IDLE;end
            end
    READ:n_st = RD;
    RD:n_st = (bit_cnt == 16)?END:RD;
    END:n_st = IDLE;
    WR:n_st = (bit_cnt == 16)?END:WR;
    default:n_st = IDLE;
    endcase
end
always @ (posedge sys_clk) begin
if(sys_rst_n == 1'b0) begin
                                bit_cnt <= 0;
                                link <= 0;
                                sram_addr <= 18'h3FFFF;
                                cmd_r <= CMD_NOP;
                                end
else begin
        case(n_st)
        IDLE:begin
                                bit_cnt <= 0;
                                link <= 0;
                                sram_addr <= sram_addr;
                                cmd_r <= CMD_NOP;
                                end
        READ:begin
                    bit_cnt <= bit_cnt;
                    sram_addr <= sys_rd_addr_i;
                    link <=0;
                    cmd_r <= CMD_READ;
                    end
        RD:begin
                    bit_cnt <= (bit_cnt == 16)?8'd0:bit_cnt + 1'd1;
                    link <= 0;
                    sram_addr <= (bit_cnt == 16-1)?sram_addr:sram_addr + 1'd1;
                    cmd_r <= CMD_READ;
                    end
        END:begin
                    bit_cnt <= 0;
                    link <= 0;
                    sram_addr <= sram_addr;
                    cmd_r <= CMD_NOP;
                    end
        WR:begin
                    bit_cnt <= (bit_cnt == 16)?8'd0:bit_cnt + 1'd1;
                    sram_addr <= (bit_cnt == 16)?sram_addr:sram_addr + 1'd1;
                    link <=1;
                    cmd_r <= CMD_WRITE;
                    end
        default:begin
                                bit_cnt <= 0;
                                link <= 0;
                                sram_addr <= 18'h3FFFF;
                                cmd_r <= CMD_NOP;end
        endcase
        end
end
reg [16-1:0] sys_data_o = 0;
always @ (*) begin
if(c_st == RD) sys_data_o <= sram_data;
else sys_data_o <= sys_data_o;
end
reg [16-1:0] sram_data_r = 0;
always @ (*) begin
if(c_st == WR) sram_data_r <= sys_data_i;
else sram_data_r <= sram_data_r;
end
assign sram_data = (link == 1'b1)?sram_data_r:16'hzzzz;
assign sram_rd_ack_o = ((c_st == END)&&(rd_start == 1'b1))?1'b1:1'b0;
assign sram_rd_valid_o = (c_st == RD)?1'b1:1'b0;
assign sram_wr_ack_o = ((c_st == END)&&(wr_start == 1'b1))?1'b1:1'b0;
assign sram_wr_valid_o = (c_st == WR)?1'b1:1'b0;
endmodule
==> /design/flow/run.sh <==
#!/bin/bash
# OpenROAD 26Q1-2900-gdf79404cd8, Yosys 0.63+post, stock flow scripts
make -C /OpenROAD-flow-scripts/flow DESIGN_CONFIG=/design/flow/config.mk WORK_HOME=/design/flow/orfs finish
==> /design/flow/config.mk <==
export PLATFORM = sky130hd
export DESIGN_NAME = sram_ctrl
export DESIGN_NICKNAME = sram_ctrl
export VERILOG_FILES = /design/flow/design.v
export SDC_FILE = /design/flow/constraint.sdc
export NUM_CORES = 4
export LEC_CHECK = 1
export CORE_UTILIZATION = 40
==> /design/flow/constraint.sdc <==
current_design sram_ctrl

set clk_period 5.8
set clk_io_pct 0.2

create_clock -name clk0 -period $clk_period [get_ports {sys_clk}]

set non_clock_inputs [all_inputs -no_clocks]
set_input_delay [expr $clk_period * $clk_io_pct] -clock clk0 $non_clock_inputs
set_output_delay [expr $clk_period * $clk_io_pct] -clock clk0 [all_outputs]
==> qor.csv <==
metric,value,unit
first-pass GRT wire length,11.9,mm
Lkg Pwr,0.00164,uW
"Setup Fix Bufs, Post-CTS",0,
Netlist Area Pre-Place,2970,sq um
CP Class,flip-flop to primary output,
CTS Buffer Depth,2,
post-synthesis cell count,333,
CTS Buf Count,5,
final period utilization,0.601,
largest net degree at the start of global routing,34,
# DRC,0,
number of port buffers,78,
distinct lib cells,62,
root buffer cell,clkbuf_8,
yosys warns,2,
yosys stat chip area,2970,sq um
CTS Hold Bufs,0,
Clock Skews,0.0144,ns
die span in x,88.2,microns
max-cap violations,0,
vias in the first global route,2349,
Post-synth ARST share,0,
M2 GR Usage,0.314,
dpl cells,501,
Post-DRT Antenna Nets,0,
final setup TNS,0,ns
floorplan utilization,0.412,
endpoints left unconstrained,64,
Max rail drop VDD,161,uV
total length of routed wires,7.33,mm
register pins left without a clock,32,
synth-to-layout area growth,33.1,%
CTS tree,done,
Setup WS pre-CTS,2.57,ns
Ports,115,
Highest Clock Rate,0.287,GHz
worst-path maximum fanout,20,
met1 usage,0.309,
gr ovfl total,0,
non-filler cells in the finished layout,509,
DR vias,2684,
Reg2Reg Depth,7,
routing usage on met3,0.0296,
Max Slew Vio Count,0,
Slew @ Worst Pin,0.766,ns
RSZ-0062 raised after global routing,false,
crit path DRT,4.64,ns
Hold Path Depth,2,
cell row count,31,
Most Crowded Layer GR,met2,
Slowest cell on crit path,or4b_1,
Chip Height,88.2,microns
final worst setup slack,2.32,ns
H-tree depth,2,
clock slew at the register clock pins of the worst setup and hold paths,0.09,ns
crit-path cells,"nand4b_1, or4b_1, nor2_8, clkdlybuf4s50_1",
flip-flops with a built-in enable,0,
"slowest stage delay, CP",0.68,ns
Final GP Congestion,0.815,
First-pass DRT Iterations,4,
worst rel slew slack,0.487,
syn avg cell area,8.92,sq um
Iter 0 DRT Violations,122,
initial antenna violation count,0,
Total GRT Usage,0.199,
Final HPWL DP,5.40,mm
core area,7210,sq um
crit path launch type,flip-flop,
Via density,5.27,
critical path endpoint category,primary output,
Tool Warnings,44,
Clock Latency Late Sink,0.30,ns
worst hold path class,flip-flop to flip-flop,
post-cts sizing count,0,
Die ar.,7770,sq um
drt wl/cell,14.4,microns
post-layout min period,3.48,ns
status,finished clean,
# Cells Yosys,333,
arrival time at the worst endpoint,2.32,ns
Final Hold Fails,0,
"Setup violations, final",0,
Flops after synth,79,
Post-synth top flop,dfxtp_1,
n_diodes,0,
PD cells,293,nW/um^2
layout cell share with drive strength beyond 1,0.0634,
## cell usage in the layout (no fill, tap or decap), types with 6 or more instances in the layout
cell type        count
a21oi_1             22
and3_1               6
clkdlybuf4s50_1     78
dfxtp_1             47
dlxtp_1             32
inv_1               17
nand2_1             17
nand3_1             10
nand4_1              9
nor2_1              39
o211ai_1            11
o21ai_0             19
o21ai_1              6
## critical path, delay by kind of cell (launching register included)
family | cells | cell delay [ns]
buffers and inverters | 1 | 0.51
flip-flops | 1 | 0.36
AND/OR/NAND/NOR | 3 | 1.15
## power breakdown
part,internal [uW],leakage (uW),switching [uW]
Combinational,213,0.000932,213
Clock,172,0.0000644,112
Sequential,381,0.000640,67.6
Total,766,0.00164,392
## metal layers
| layer | part of all wire | vias up |
|---|---|---|
| met5 | 0 | - |
| met4 | 0.0086 | 0 |
| met3 | 0.057 | 6 |
| met2 | 0.47 | 80 |
| met1 | 0.46 | 1248 |
| li1 | - | 1350 |
## final cells by class
cell class / instances / area, sq um
fillers: 680 / 3260
flip-flops and latches: 79 / 1420
multi-input cells: 224 / 1400
repair buffers: 82 / 811
well taps: 99 / 124
clock buffers: 5 / 68.8
clock inverters: 3 / 67.6
inverters: 17 / 63.8
## cell usage after synthesis (all sizes together) (6+ instances only)
cell / number / share of area
nand3: 10 / 0.017
clkbuf: 6 / 0.0076
o211ai: 11 / 0.028
nand4: 10 / 0.023
inv: 17 / 0.021
nor2: 40 / 0.056
o21ai: 25 / 0.042
buf: 8 / 0.023
a21oi: 25 / 0.046
dlxtp: 32 / 0.16
nand2: 17 / 0.021
dfxtp: 47 / 0.32
and3: 6 / 0.013
## cells by family (layout without fill, tap and decap cells)
kind of cell             Yosys count  in the layout  synth area share
AND/OR/NAND/NOR                  124            124             0.236
AND-OR/OR-AND                     89             89             0.198
flip-flops                        47             47             0.317
latches                           32             32             0.162
buffers and inverters             31            107            0.0522
multiplexers                       4              4            0.0152
adder cells (fa/ha/maj)            3              3            0.0126
XOR/XNOR                           2              2           0.00590
other                              1              2           0.00126
## registers in the layout, summed over array words and instances (netlist names)
name        flops
sram_addr      18
sram_data      16
sys_data_o     16
c_st           14
bit_cnt         8
cmd_r           3
rd_start        1
rreq_r          1
wr_start        1
wreq_r          1
## metrics by stage
| step | hold WS [ns] | total power, uW | area [sq um] | util |
|---|---|---|---|---|
| 3_5_place_dp | 0.501 | 880 | 3820 | 0.529 |
| 5_1_grt | 0.555 | 1250 | 3950 | 0.548 |
| 2_1_floorplan | 0.470 | 711 | 2970 | - |
| 4_1_cts | 0.513 | 1170 | 3950 | 0.548 |
| 6_report | 0.507 | 1160 | 3950 | 0.548 |
| 3_3_place_gp | 0.487 | 878 | 3820 | 0.529 |
## worst paths after layout
path	slack, ns	startpoint	endpoint
worst min-delay path	0.51	bit_cnt[0]	bit_cnt[0]
worst max register to register	2.76	c_st[32]	sram_addr[14]
worst min register to register	0.51	bit_cnt[0]	bit_cnt[0]
worst max-delay path	2.32	c_st[35]	sram_wr_valid_o
Power is estimated from default activity; no workload was simulated.
